`flow/design.v`:
```
module increase_digit(
input button_increase,
input [2:0] position_pointer,
input [2:0] state,
input [2:0] state_need,
output reg [3:0] digit1reg = 'd0,
output reg [3:0] digit2reg = 'd0,
output reg [3:0] digit3reg = 'd0,
output reg [3:0] digit4reg = 'd0,
output reg [3:0] digit5reg = 'd0,
output reg [3:0] digit6reg = 'd0,
output reg [3:0] digit7reg = 'd0,
output reg [3:0] digit8reg = 'd0
);
always@ (posedge button_increase)
begin
	if(state == state_need)
	begin
		case (position_pointer)
			'd0:
				digit1reg <= (digit1reg + 1) % 10;
			'd1:
				digit2reg <= (digit2reg + 1) % 10;
			'd2:
				digit3reg <= (digit3reg + 1) % 10;
			'd3:
				digit4reg <= (digit4reg + 1) % 10;
			'd4:
				digit5reg <= (digit5reg + 1) % 10;
			'd5:
				digit6reg <= (digit6reg + 1) % 10;
			'd6:
				digit7reg <= (digit7reg + 1) % 10;
			'd7:
				digit8reg <= (digit8reg + 1) % 10;
			default:
				digit1reg <= (digit1reg + 1) % 10;
		endcase
	end
end
endmodule
```
`flow/run.sh`:
```
#!/bin/bash
# OpenROAD 26Q1-2900-gdf79404cd8, Yosys 0.63+post, stock flow scripts
make -C /OpenROAD-flow-scripts/flow DESIGN_CONFIG=/design/flow/config.mk WORK_HOME=/design/flow/orfs finish
```
`flow/config.mk`:
```
export PLATFORM = sky130hd
export DESIGN_NAME = increase_digit
export DESIGN_NICKNAME = increase_digit
export VERILOG_FILES = /design/flow/design.v
export SDC_FILE = /design/flow/constraint.sdc
export NUM_CORES = 4
export LEC_CHECK = 1
export CORE_UTILIZATION = 40
```
`flow/constraint.sdc`:
```
current_design increase_digit

set clk_period 1.6
set clk_io_pct 0.2

create_clock -name clk0 -period $clk_period [get_ports {button_increase}]

set non_clock_inputs [all_inputs -no_clocks]
set_input_delay [expr $clk_period * $clk_io_pct] -clock clk0 $non_clock_inputs
set_output_delay [expr $clk_period * $clk_io_pct] -clock clk0 [all_outputs]
```
==> reports/results.md <==
| Step | Item | Reported |
|---|---|---|
| power | Sequential group share of total power | 0.551 |
| critical path | CP Class | flop to flop |
| yosys | Registers, synthesis | 32 |
| flow run | Max Cap Viol | 0 |
| worst hold path | Hold-critical path depth | 2 |
| global routing | Number of antenna violations at the first check in global routing | 0 |
| yosys | Commonest register cell after synthesis | edfxtp_1 |
| power | Switching power of the nets | 0.372 mW |
| critical path | Maximum fanout count along the critical path | 4 |
| yosys | Cell type with the largest total area | edfxtp_1 |
| global routing | Largest net degree at the start of global routing | 13 |
| clock tree | Hold Buf Count CTS | 0 |
| power | Static leakage | 2.35 nW |
| sta | Final-report setup violation count | 26 |
| global routing | First-pass GRT wire length | 12.0 mm |
| power | Maximum vdd ir drop | 0.000248 V |
| sta | Number of hold violations in the final report | 0 |
| critical path | Worst r2r path cells | 9 |
| sta | Actual transition at the worst max-transition pin | 0.400 ns |
| clock tree | Clock Tree Buf Depth | 2 |
| critical path | Count of buffer and inverter cells on the critical path | 0 |
| critical path | Master of the slowest instance on the critical path | edfxtp_1 |
| critical path | Source of the worst register-to-register timing path | digit2reg[0] |
| critical path | Worst setup startpoint | digit2reg[0] |
| global routing | Final global-route overflow total | 0 |
| sta | Fin crit share | 1.51 |
| sta | Final-report max-slew violation count | 0 |
| place | Post-DP HPWL | 5.19 mm |
| clock tree | Clock buffer count from CTS | 5 |
| power | PnR Total Power | 1.69 mW |
| yosys | EDFF count, synth | 32 |
| power | Pint | 1.32 mW |
| sta | Summed negative setup slack over all endpoints | -9.66 ns |
| sta | Slew margin rel. | 0.731 |
| layout | Fraction of final layout cells with drive strength greater than 1 | 0.437 |
| critical path | Worst R2R Setup Slack | -0.82 ns |
| power | Share of total power in combinational logic | 0.116 |
| routing | DRT Wirelength | 7.98 mm |
| routing | Iteration-0 DRC Markers | 131 |
| outcome | Violations in the final reports | negative setup slack |
| place | Count of input and output buffers | 41 |
| die | Core Density at Floorplan | 0.414 |
| clock tree | Clock slew seen by the registers of the worst setup and hold paths | 0.06 ns |
| clock tree | Cell at the root of the clock tree | clkbuf_8 |
| routing | Post-detailed-route wirelength per cell | 12.6 um |
| die | FP Rows | 31 |
| flow run | Number of warnings the tools reported | 36 |
| sta | Time the final worst path needs with I/O delays and setup | 2.42 ns |
| die | Core Footprint | 0.00729 sq mm |
| critical path | CP endpoint | digit2reg[1] |
| routing | DRC Markers | 0 |
| critical path | Cell count along the critical path | 9 |
| yosys | Async set or reset register ratio after synthesis | 0 |
| clock tree | CTS H-tree lvls | 2 |
| global routing | Global routing usage summed across all routing layers | 0.196 |
| yosys | Yosys synthesis warning count | 1 |
| yosys | Share of the yosys chip area belonging to registers | 0.318 |
| sta | Smallest hold slack | 0.763 ns |
| layout | Synth-to-Final Area Change | 72.9% |
| critical path | Gate family responsible for the most delay along the worst path | simple AND/OR/NAND/NOR gates |
| outcome | Result of the run | finished with violations |
| yosys | Netlist area before placement | 0.00302 sq mm |
| die | Die Size | 0.00790 sq mm |
| yosys | Top cells by area | edfxtp_1 32%, ha_1 10%, a31oi_1 5.0%, inv_1 4.1%, nand2_1 4.1% |
| critical path | Worst stage delay on the critical path | 0.41 ns |
| routing | Via density | 5.26 |
| clock tree | Clock Latency Late Sink | 0.28 ns |
| routing | Number of antenna repair diodes | 0 |
| yosys | Post-synth area from yosys stat | 0.00302 sq mm |
| sta | Unrepaired setup endpoints after global routing | yes |
| die | Number of top-level pins | 42 |
| yosys | Synth Instances | 364 |
| critical path | R2r endpoint | digit2reg[1] |
| layout | Number of filler instances in the final layout | 507 |
| critical path | Type of element launching the critical path | flop |
| sta | Peak Freq | 0.414 GHz |
| yosys | Distinct cells, synth | 57 |
| routing | First-pass iteration count of the detailed router | 4 |
| clock tree | CTS tree | done |
| yosys | Cell total in the yosys stat output | 364 |
| clock tree | Clock sinks | 32 |
| place | Final estimated routing congestion in global placement | 0.865 |
| critical path | Type of destination of the critical path | flop |
| global routing | Via count of the first global-routing pass | 2830 |
| yosys | Proportion of netlist area held by the largest area contributor | 0.318 |
| yosys | Leading cell types by count after synthesis | 33 x inv_1, 33 x nand2_1, 32 x edfxtp_1, 24 x a31oi_1, 24 x ha_1 |
| critical path | Cell breakdown of the critical path | and2_4 > xnor2_2 > a31oi_1 > ha_1 > or2b_4 > o21ai_2 > a21bo_1 > or4_1 > o2111ai_1 |
| power | Total power divided by cell area | 324 mW/mm^2 |
| worst hold path | Path class of the lowest-slack min-delay path | flop to flop |
| routing | Post-route antenna net violation count | 0 |
| yosys | Synthesized area per cell | 8.29 sq um |
| die | Width of the die | 88.9 um |
| sta | Clock skew after layout | 0.00232 ns |
| routing | Routed via count | 3343 |
| die | Height of the die | 88.9 um |
| sta | Post-layout worst setup margin | -0.816 ns |
| critical path | Req. time, crit path | 1.72 ns |
| critical path | Arrival @ worst endpoint | 2.54 ns |
| power | Switching Share | 0.220 |
| power | Part of the total power dissipated in the clock network | 0.333 |
==> layout make-up <==
class / instances / area, sq um / area share
Clock buffer: 5 / 68.8 / 0.0132
Sequential cell: 32 / 961 / 0.184
Clock inverter: 2 / 7.51 / 0.00144
Timing Repair Buffer: 187 / 1650 / 0.317
Inverter: 33 / 126 / 0.0242
Tap cell: 99 / 124 / 0.0237
Multi-Input combinational cell: 277 / 2280 / 0.436
==> power groups by stage <==
stage	sequential [mW]	combinational [mW]	clock, mW
final	0.930	0.196	0.563
after global routing	0.930	0.215	0.616
after CTS	0.929	0.183	0.581
==> kinds of logic (layout without fill, tap and decap cells) <==
kind of cell,after synthesis,after routing,synth area share
AND-OR/OR-AND,120,120,0.269
AND/OR/NAND/NOR,119,119,0.199
buffers and inverters,55,227,0.0721
flip-flops,32,32,0.318
adder cells (fa/ha/maj),24,24,0.0995
XOR/XNOR,12,12,0.0348
multiplexers,2,2,0.00705
==> per-stage QoR <==
| stage | cell area (sq um) | util | cells | worst slack, ns |
|---|---|---|---|---|
| after floorplan | 3230 | - | 364 | -0.855 |
| after global placement | 4320 | 0.593 | 577 | -0.748 |
| after detailed placement | 4320 | 0.593 | 577 | -0.780 |
| after CTS | 4880 | 0.670 | 618 | -0.803 |
| after global routing | 5220 | 0.716 | 635 | -0.881 |
| final | 5220 | 0.716 | 635 | -0.816 |
==> registers in the layout (all words and copies together), names as in the netlist <==
signal     count
digit1reg      4
digit2reg      4
digit3reg      4
digit4reg      4
digit5reg      4
digit6reg      4
digit7reg      4
digit8reg      4
==> cell usage in the layout (no fill, tap or decap), types with 9 or more instances in the layout <==
| cell | synthesis | routed |
|---|---|---|
| ha_4 | 0 | 9 |
| ha_1 | 24 | 12 |
| nand2b_1 | 9 | 9 |
| buf_4 | 0 | 108 |
| dlymetal6s2s_1 | 0 | 15 |
| nand2_1 | 33 | 26 |
| buf_6 | 1 | 39 |
| inv_1 | 33 | 28 |
| nor2_1 | 23 | 20 |
| edfxtp_1 | 32 | 32 |
| o21ai_0 | 19 | 14 |
| dlygate4sd2_1 | 0 | 11 |
| nand3_1 | 14 | 14 |
| a31oi_1 | 24 | 16 |
| a21oi_1 | 21 | 17 |
==> worst reg2reg max path, cell delays in order (launching register included) <==
cell and delay [ns]:
edfxtp_1 0.41, and2_4 0.19, xnor2_2 0.12, a31oi_1 0.17
ha_1 0.25, or2b_4 0.26, o21ai_2 0.11, a21bo_1 0.25
or4_1 0.40, o2111ai_1 0.10
==> worst min path at each step <==
stage       startpoint  slack (ns)            to
5_1_grt   digit4reg[0]        0.80  digit4reg[0]
6_report  digit5reg[0]        0.76  digit5reg[0]
4_1_cts   digit2reg[0]        0.72  digit2reg[0]
==> layer usage <==
| metal | GRT usage | wire, um | vias up | share of wire |
|---|---|---|---|---|
| met5 | 0 | 0 | - | 0 |
| met4 | 0.0191 | 51 | 0 | 0.0064 |
| met3 | 0.0255 | 322 | 7 | 0.040 |
| met2 | 0.306 | 3540 | 77 | 0.44 |
| met1 | 0.314 | 4070 | 1547 | 0.51 |
| li1 | - | - | 1712 | - |
==> timing repair <==
| action | in CTS | in global routing |
|---|---|---|
| setup endpoints to repair | 78 | 73 |
| gates resized | 83 | 64 |
| pin swaps | 19 | 30 |
| setup buffers | 37 | 21 |
Power figures rest on the tool's default switching activity, not on a simulated workload.
