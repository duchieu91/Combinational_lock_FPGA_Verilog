**/design/flow/run.sh**
```bash
#!/bin/bash
# OpenROAD 26Q1-2900-gdf79404cd8, Yosys 0.63+post, stock flow scripts
make -C /OpenROAD-flow-scripts/flow DESIGN_CONFIG=/design/flow/config.mk WORK_HOME=/design/flow/orfs finish
```
**/design/flow/config.mk**
```make
export PLATFORM = sky130hd
export DESIGN_NAME = clock_divider
export DESIGN_NICKNAME = clock_divider
export VERILOG_FILES = /design/flow/design.v
export SDC_FILE = /design/flow/constraint.sdc
export NUM_CORES = 4
export LEC_CHECK = 1
export CORE_AREA = 10 10 105 105
export DIE_AREA = 0 0 115 115
```
**/design/flow/constraint.sdc**
```tcl
current_design clock_divider

set clk_period 7.1
set clk_io_pct 0.2

create_clock -name clk0 -period $clk_period [get_ports {clk}]

set non_clock_inputs [all_inputs -no_clocks]
set_input_delay [expr $clk_period * $clk_io_pct] -clock clk0 $non_clock_inputs
set_output_delay [expr $clk_period * $clk_io_pct] -clock clk0 [all_outputs]
```
**/design/flow/design.v**
```verilog
module clock_divider(
	input wire clk,								 
	output reg divided_clk = 0
);
localparam div_value = 24999;
integer counter_value = 0; 					 
always@ (posedge clk)							 
begin
	if (counter_value == div_value)
		counter_value <= 0;						 
	else
		counter_value <= counter_value + 1;  
end
always@ (posedge clk)
begin
	if(counter_value == div_value)
		divided_clk <= ~divided_clk;			 
	else
		divided_clk <= divided_clk;			 
end
endmodule
```
==> results.toml <==
# flow metrics
[sta]
rsz0062_at_grt = "false"
drv_slew = 0
setup_violations = 0
tightest_slew_ns = 0.552
relSlewSlack_pct = 63.0
post-route-period-util_pct = 35.4
fin_setup_tns_ns = 0
skew_ns = 0.00397
finalCriticalPeriod_ns = 2.51
fmax_mhz = 398
final-hold-violation-count = 0

[place]
dp_hpwl_um = 1780
portBuffers = 1
gp_congestion = 0.848

[clock_tree]
tritoncts = "built"
postCtsSetupBuffers = 0
cts_buffers = 5
clock_path_buffers = 2
numClockSinks = 33
ctsResizeCount = 0
h-tree-depth = 2
root_buffer = "clkbuf_8"
cts_hold_buffers = 0
clk_pin_slew_ns = 0.07
insertion_delay_ns = 0.28

[critical_path]
slowest_delay_ns = 0.46
crit_arrival_ns = 1.09
crit_type = "reg2out"
endpoint = "divided_clk"
cp-start-kind = "flop"
cp_max_fo = 2
reg2reg_slack_ns = 5.08
startpoint = "divided_clk$_DFFE_PN_"
r2r_start = "counter_value[0]$_SDFF_PN0_"
worst_r2r_path_depth = 4
cp_top_family = "buffers and inverters"
end_kind = "output pin"
worst_ep_required_time_ns = 5.68
critPathSlowestCell = "clkdlybuf4s50_1"
r2r-end = "divided_clk$_DFFE_PN_"
path_cells = "clkdlybuf4s50_1"
path_buffers = 1
cp_num_cells = 1

[synthesis]
syn_avg_cell_area_um2 = 9.41
ys_warn_count = 1
compound_area_share_pct = 0
ys_ff = 33
yosys_most_used_dff = "dfxtp_1"
synth_seq_share_pct = 47.8
synth_cells = 149
synth.mux.area_fraction_pct = 0
yosys_area_um2 = 1400
edf_count = 1
synthAdderAreaFrac_pct = 0.892
yosysCellCount = 149
logic_family = "simple AND/OR/NAND/NOR gates"
async_reset_ff_share_pct = 0
netlist_area_um2 = 1400
ys_sh_xor_pct = 18.7
ys_types = 22
ys_sh_simple_pct = 31.3

[floorplanning]
dieArea_um2 = 13200
coreArea_um2 = 8760
chipHeight_um = 115
initial_core_util_pct = 16.0
row_count = 34
die_w_um = 115
ios = 2

[drt]
dr.pass1.iters = 4
drt-total-wl_um = 2550
vias = 1055
post_drt_via_cell_ratio = 3.98
drt-initial-drc-count = 73
diodes = 0
routedWlPerCell_um = 9.60
route.detailed.drc = 0
ant_nets = 0

[global_routing]
grt-ovfl-total = 0
grt_pass1_wl_um = 4490
first_global_vias = 968
grt_max_degree = 11
antenna_found_initial = 0
track_usage_pct = 3.97

[final_layout]
drive_gt1_share_pct = 6.37
combGateArea_um2 = 714
lay_top_cells = "dfxtp_1 (32), xnor2_1 (21), nand4_1 (15), nor2_1 (14), nand3_1 (13)"
fill_cells = 983
mostFrequentLayoutCell = "dfxtp_1"
register_area_um2 = 671
synthToLayoutAreaGrowth_pct = 16.6

[power_and_ir_drop]
peakVddDrop_mv = 0.128
finalPower_mw = 0.329
p_leak_nw = 0.521
p_per_area_nw_per_um2 = 201

[hold_path]
hold_depth = 1
min_path_type = "reg2reg"

[outcome]
status = "complete, no violations"

[job]
cap_violations = 0
warnings = 25
==> worst min-delay path by stage <==
stage,from,end,slack [ns]
final,counter_value[31]$_SDFF_PN0_,counter_value[31]$_SDFF_PN0_,0.47
after global routing,counter_value[31]$_SDFF_PN0_,counter_value[31]$_SDFF_PN0_,0.49
after CTS,counter_value[31]$_SDFF_PN0_,counter_value[31]$_SDFF_PN0_,0.47
==> cell type report <==
class / instances / area share, %
clock buffer: 8 / 5.51
sequential: 33 / 41.0
timing repair buffer: 2 / 1.07
inverter: 2 / 0.459
tap: 108 / 8.26
multi-input combinational: 112 / 43.7
==> synth_stat cells, drive strengths merged (2+ instances only) <==
| cell | n | share of area, % |
|---|---|---|
| and3 | 4 | 1.8 |
| nor3 | 7 | 2.9 |
| nand2 | 12 | 3.2 |
| nand3 | 14 | 5.4 |
| inv | 2 | 0.54 |
| nor2 | 14 | 3.7 |
| or4 | 2 | 1.1 |
| buf | 2 | 0.71 |
| nand4 | 16 | 7.6 |
| xor2 | 9 | 5.6 |
| nor4 | 8 | 3.6 |
| xnor2 | 21 | 13 |
| dfxtp | 32 | 46 |
==> power by group <==
| part | internal, mW | leakage [nW] | switching (mW) |
|---|---|---|---|
| Combinational | 0 | 0.206 | 0 |
| Sequential | 0.186 | 0.269 | 0 |
| Clock | 0.0790 | 0.0455 | 0.0645 |
| Total | 0.265 | 0.521 | 0.0645 |
==> metrics by stage <==
stage | cell area [µm²] | utilization, % | hold slack (ns) | instances | worst slack [ns]
after floorplan | 1400 | - | 0.435 | 149 | 5.25
after global placement | 1550 | 17.6 | 0.459 | 257 | 4.89
after detailed placement | 1550 | 17.6 | 0.453 | 257 | 4.88
after CTS | 1640 | 18.7 | 0.469 | 265 | 4.56
after global routing | 1640 | 18.7 | 0.486 | 265 | 4.54
final | 1640 | 18.7 | 0.467 | 265 | 4.59
==> flip-flops by register name (all words and copies together), names as in the netlist <==
signal         cells
divided_clk        1
counter_value     32
==> routing by layer <==
metal | global-route usage (%) | wire, µm | up-vias
met1 | 5.42 | 1220 | 481
met4 | 0.825 | 70 | 0
met2 | 6.12 | 1110 | 15
met3 | 1.16 | 149 | 7
met5 | 0 | 0 | -
li1 | - | - | 552
==> cells by family (layout without fill, tap and decap cells) <==
| family | Yosys count | after routing |
|---|---|---|
| adders and majority gates | 1 | 1 |
| DFF | 33 | 33 |
| and+or+nand+nor | 81 | 81 |
| xor gates and xnor gates | 30 | 30 |
| buffers and inverters | 4 | 12 |
Power figures rest on the tool's default switching activity, not on a simulated workload.
