===== flow/config.mk =====
export PLATFORM = sky130hd
export DESIGN_NAME = state_manager
export DESIGN_NICKNAME = state_manager
export VERILOG_FILES = /design/flow/design.v
export SDC_FILE = /design/flow/constraint.sdc
export NUM_CORES = 4
export LEC_CHECK = 1
export CORE_AREA = 10 10 70 70
export DIE_AREA = 0 0 80 80

===== flow/constraint.sdc =====
current_design state_manager

set clk_period 3.9
set clk_io_pct 0.2

create_clock -name clk0 -period $clk_period [get_ports {button_next}]

set non_clock_inputs [all_inputs -no_clocks]
set_input_delay [expr $clk_period * $clk_io_pct] -clock clk0 $non_clock_inputs
set_output_delay [expr $clk_period * $clk_io_pct] -clock clk0 [all_outputs]

===== flow/design.v =====
module state_manager(
input clk,
input button_next,
input [3:0] digit1_showing,
input [3:0] digit2_showing,
input [3:0] digit3_showing,
input [3:0] digit4_showing,
input [3:0] digit5_showing,
input [3:0] digit6_showing,
input [3:0] digit7_showing,
input [3:0] digit8_showing,
input [3:0] digit1_password,
input [3:0] digit2_password,
input [3:0] digit3_password,
input [3:0] digit4_password,
input [3:0] digit5_password,
input [3:0] digit6_password,
input [3:0] digit7_password,
input [3:0] digit8_password,
output reg [2:0] state = 3'd0
);
always@ (posedge button_next)
begin
	case(state)
		3'd0:
			state = 'd1;
		3'd1:
			state = 'd2;
		3'd2:
			state = 'd3;
		3'd3:
		begin
			if(digit1_showing == digit1_password &&
			digit2_showing == digit2_password &&
			digit3_showing == digit3_password &&
			digit4_showing == digit4_password &&
			digit5_showing == digit5_password &&
			digit6_showing == digit6_password &&
			digit7_showing == digit7_password &&
			digit8_showing == digit8_password)
				state = 'd4;
		end
		3'd4:
			state = 'd0;
		default:
			state = state;
	endcase
end
endmodule

===== flow/run.sh =====
#!/bin/bash
# OpenROAD 26Q1-2900-gdf79404cd8, Yosys 0.63+post, stock flow scripts
make -C /OpenROAD-flow-scripts/flow DESIGN_CONFIG=/design/flow/config.mk WORK_HOME=/design/flow/orfs finish

==> run summary <==
slew at the pin closest to its max-slew limit - 270 ps
H-tree depth - 1
drt wl/cell - 12.3 um
Hold Path Class - reg2reg
core area - 3420 sq um
synth top area cells - xor2_1 (55%), edfxtp_1 (18%), nor4_2 (9.9%)
power share of the sequential group - 18.5%
Synth Seq Share - 17.7%
Comb pwr share - 52.0%
CTS max path bufs - 2
Resized cells post-CTS - 0
detailed placement HPWL - 2.06 mm
cycle use final - 57.2%
Avg Inst Size Synth - 9.41 sq um
Fmax - 448 MHz
crit path time final - 2230 ps
max_cap viols - 0
I/O pin count - 69
gr ovfl total - 0
critical path fanouts, max - 3
CTS tree - yes
Cell variety after synth - 12
Root Driver - clkbuf_4
kind of critical path - in2reg
Cells after Synth - 54
Routed Antenna Nets - 0
chip width - 80 um
ys cells - 54
Residual DRC - 0
initial antenna violation count - 0
Clk pin slew, worst setup/hold paths - 40 ps
post-CTS setup buffers - 0
Hold Buf Count CTS - 0
CTS Buf Count - 3
Synth area leader - xor2_1
worst rel slew slack - 81.8%
Leak - 0.473 nW
sw frac - 23.4%
Cell Pwr Density - 150 nW/um^2
vias per cell - 3.78
vias in the first global route - 758
Clock Power Share - 29.5%
ys flops - 3
final wirelength - 2.10 mm
Latency at later pin - 230 ps
die area - 6400 sq um
Pins Over Slew Limit - 0
CP endpoint kind - register
design internal power - 0.145 mW
standard-cell row count - 21
tool warnings - 26
first-pass GRT wire length - 3.16 mm
DRT Pass-1 Iters - 3
All-Layer GR Usage - 6.01%
placed cells - 167
Die Y - 80 um
Final Hold Viols - 0
RSZ-0062 raised after global routing - no
final cell count without fillers - 171
FP Core Util - 14.9%
fraction of layout cells with a size suffix above 1 - 5.60%
Netlist Area Pre-Place - 508 sq um
Worst setup SP type - input port
setup violators final - 0
placer congestion estimate - 0.688
# port buffers - 67
top cell type's share of synthesized area - 55.2%
Final Skew - 1.06 ps
Critical Path RT - 3840 ps
Arr. time, crit path - 2170 ps
routed vias - 647
clk sinks - 3
largest net degree at the start of global routing - 6
worst vdd ir - 0.0496 mV
drt initial violations - 9
P_sw - 0.0444 mW
YS chip area - 508 sq um
Antenna diodes - 0
max reg flops - 3
P&R area growth vs syn - 149%
outcome - complete, no violations
setup TNS - 0 ps
yosys warns - 1
[power groups by stage]
stage	registers, mW	clock network, mW	logic, mW
4_1_cts	0.0351	0.0584	0.100
5_1_grt	0.0351	0.0599	0.107
6_report	0.0351	0.0560	0.0986
[placed cells by master, fill, tap and decap left out]
| master | n |
|---|---|
| o21ai_1 | 1 |
| clkbuf_4 | 3 |
| a21oi_1 | 1 |
| clkbuf_1 | 1 |
| nor4_1 | 4 |
| clkdlybuf4s50_1 | 67 |
| nor2b_1 | 1 |
| and2_1 | 2 |
| nor2_1 | 2 |
| nand4_1 | 2 |
| edfxtp_1 | 3 |
| nor4_2 | 4 |
| xnor2_1 | 1 |
| o21ai_0 | 1 |
| xor2_1 | 32 |
[critical path: stages]
cell and delay, ps:
clkdlybuf4s50_1 420, xor2_1 170, nor4_1 300, nand4_1 150
o21ai_1 160, and2_1 200
[final timing paths]
| path | from | endpoint | slack [ps] | cells past startpoint |
|---|---|---|---|---|
| worst max-delay path | digit5_password[2] | state[0] | 1670 | 6 |
| worst min-delay path | state[2] | state[1] | 620 | 1 |
| worst max register to register | state[0] | state[0] | 2530 | 4 |
| worst min register to register | state[2] | state[1] | 620 | 1 |
[kinds of logic after synthesis]
logic type,Yosys count,share of synthesized area (%)
XOR/XNOR,33,56.9
AND/OR/NAND/NOR,15,22.4
flip-flops,3,17.7
AND-OR/OR-AND,3,2.95
[per-stage QoR]
stage | total power [mW] | cell area [sq um] | hold WS (ps) | worst slack [ps] | utilization, %
2_1_floorplan | 0.0626 | 508 | 568 | 2030 | -
3_3_place_gp | 0.134 | 1240 | 597 | 1410 | 36.2
3_5_place_dp | 0.136 | 1240 | 610 | 1370 | 36.2
4_1_cts | 0.194 | 1260 | 627 | 1630 | 37.0
5_1_grt | 0.202 | 1260 | 658 | 1450 | 37.0
6_report | 0.190 | 1260 | 620 | 1670 | 37.0
[synthesized netlist by cell type]
cell      instances
a21oi_1           1
and2_1            2
edfxtp_1          3
nand4_1           2
nor2_1            2
nor2b_1           1
nor4_1            4
nor4_2            4
o21ai_0           1
o21ai_1           1
xnor2_1           1
xor2_1           32
[layer usage]
layer	routed length [um]	part of all wire (%)	GRT usage, %	up-vias
met3	352	17	4.20	0
met2	1040	49	10.6	40
met5	0	0	0	-
met1	712	34	5.82	277
met4	0	0	0.528	0
li1	-	-	-	330
[layout make-up]
cell class | instances | area [sq um]
clock buffer | 4 | 26.3
fill | 382 | 2150
sequential | 3 | 90.1
timing repair buffer | 67 | 671
multi-input combinational | 51 | 418
tap | 46 | 57.6
Power and IR drop assume default switching activity.
